$ cat /design/flow/design.v
`timescale 1ns/1ns
module controller #(parameter n = 16,w=4) (
    q0, q1,eqz, lda, clra, shfta, ldq, clrq, shftq, 
ldm, clrf, addsub, dec, ldc, clk,start,done
);
input q0, q1,eqz,clk,start;
output reg lda, clra, shfta, ldq, clrq, shftq, ldm, clrf, addsub, dec, ldc,done;
parameter s0 = 3'b000, s1 = 3'b001, s2 = 3'b010, s3 = 3'b011, s4 = 3'b100, s5 = 3'b101, s6 = 3'b110;
reg [2:0] state; 
always @(posedge clk) begin
case (state)
s0: if (start) begin  state <= s1; end
s1: begin state <= s2; end
s2: #5 begin
if ({q0, q1} == 2'b01)  state <= s3;
else if ({q0, q1} == 2'b10)  state <= s4;
else state <= s5;
end
s3: begin  state <= s5; end
s4: begin state <= s5; end
s5: #5 begin
if (({q0, q1} == 2'b01) &&!eqz)  state <= s3;
else if (({q0, q1} == 2'b10)&&!eqz)  state <= s4;
else if (eqz)  state <= s6;
end
s6: begin #5 state <= s6; end
default: begin #5 state <= s0; end
endcase
end
always @(state) begin
case (state)
s0: begin clra = 0; lda = 0; shfta = 0; clrq = 0; ldq = 0; shftq = 0; ldm = 0; clrf = 0; done = 0; end
s1: begin clra = 1; clrf = 1; ldc = 1; ldm = 1; end
s2: begin clra = 0; clrf = 1; ldc = 0; ldm = 0; ldq= 1; end
s3: begin lda = 1; addsub = 1; shfta = 0; shftq= 0; dec = 0; end
s4: begin lda = 1; addsub = 0; shfta = 0; shftq= 0; dec = 0; end
s5: begin shfta = 1; shftq= 1; lda = 0; ldq = 0; dec= 1;clrf=0; end
s6: begin done = 1; shfta=0;shftq=0;end
default: begin clra = 0; shfta = 0; ldq = 0; shftq= 0; end
endcase
end
endmodule
$ cat /design/flow/run.sh
#!/bin/bash
# OpenROAD 26Q1-2900-gdf79404cd8, Yosys 0.63+post, stock flow scripts
make -C /OpenROAD-flow-scripts/flow DESIGN_CONFIG=/design/flow/config.mk WORK_HOME=/design/flow/orfs finish
$ cat /design/flow/config.mk
export PLATFORM = sky130hd
export DESIGN_NAME = controller
export DESIGN_NICKNAME = controller
export VERILOG_FILES = /design/flow/design.v
export SDC_FILE = /design/flow/constraint.sdc
export NUM_CORES = 4
export LEC_CHECK = 1
export CORE_AREA = 10 10 70 70
export DIE_AREA = 0 0 80 80
$ cat /design/flow/constraint.sdc
current_design controller

set clk_period 2.3
set clk_io_pct 0.2

create_clock -name clk0 -period $clk_period [get_ports {clk}]

set non_clock_inputs [all_inputs -no_clocks]
set_input_delay [expr $clk_period * $clk_io_pct] -clock clk0 $non_clock_inputs
set_output_delay [expr $clk_period * $clk_io_pct] -clock clk0 [all_outputs]
==> impl_metrics.json <==
{
  "fp_util": 0.151,
  "postPlaceCellArea_um2": 689,
  "ys_cells": 61,
  "maxCapViolCount": 0,
  "fin_crit_ps": 1660,
  "rows": 21,
  "clock_path_buffers": 2,
  "grt_use_total": 0.0343,
  "path_clk_slew_ps": 40,
  "grt_setup_unrepaired": "false",
  "maxSlewViolCount": 0,
  "yosys-top-cells-area": "dlxtn_1 23%, edfxtp_1 18%, nand2b_1 9.7%, dlxtp_1 5.8%, nand2_1 5.1%",
  "unclocked_regs": 10,
  "drtIter0Drc": 34,
  "critPathBufInv": 1,
  "yosys.area.top_type_share": 0.234,
  "min_path_type": "flop to flop",
  "hold_violations": 0,
  "p_per_area_mw_per_mm2": 1100,
  "drt-wirelength-per-cell_um": 9.07,
  "final_cells": 121,
  "remaining_drc_errors": 0,
  "clk-insertion-delay-late_ps": 230,
  "io_buffers": 15,
  "wl_mm": 1.10,
  "yosys-top-cells-count": "8 x dlxtn_1, 8 x nand2b_1, 7 x nand2_1, 6 x nor2_1",
  "gp_congestion": 0.808,
  "avgSynthCellArea_um2": 8.43,
  "grt_pass1_wl_mm": 1.85,
  "ys_types": 23,
  "stdcell_area_um2": 716,
  "layout-drive-gt1-share": 0.0533,
  "cp_max_fo": 4,
  "cp.required_ps": 2210,
  "grt_max_degree": 17,
  "vias": 428,
  "crit_family": "buffers and inverters",
  "grt-ovfl-total": 0,
  "ys.flops": 13,
  "finalSetupTns_ps": 0,
  "root_buffer": "clkbuf_4",
  "tritoncts": "done",
  "drtAntennaViolNets": 0,
  "warnings": 25,
  "hpwl_um": 888,
  "yosysWarnings": 1,
  "setup_viol": 0,
  "top_area_cell": "dlxtn_1",
  "ys_area_um2": 514,
  "p_leak_uw": 0.000294,
  "untimed_endpoints": 21,
  "syn-cell-area_um2": 514,
  "fmax_mhz": 602,
  "first_global_vias": 464,
  "crit_path_cell_trace": "clkdlybuf4s50_1 > nor2b_1 > nor4bb_1 > o21ai_1",
  "max_stage_delay_ps": 510,
  "vias_per_cell": 3.54,
  "endpoint_kind": "flop",
  "die_x_um": 80,
  "chip_area_mm2": 0.00640,
  "cts_resized": 0,
  "async_flop_share": 0,
  "post_cts_buffers": 0,
  "arrival_ps": 1570,
  "synth_cells": 61,
  "ir_drop_uv": 212,
  "cp-start-kind": "input pin",
  "ios": 17,
  "antenna_found_initial": 0,
  "cpMaxStageDelayCell": "clkdlybuf4s50_1",
  "worstSetupPathType": "input pin to flop",
  "holdBufCountCts": 0,
  "dominantRegCellSynth": "dlxtn_1",
  "area_growth_pct": 39.2,
  "antennaDiodeCount": 0,
  "synth-edff-count": 3,
  "placed_cells": 117,
  "firstDrtPassIters": 4,
  "finalClockPeriodUsage": 0.722,
  "numCtsBuffers": 3,
  "status": "finished, final reports clean",
  "finClkSkew_ps": 0.430,
  "core_area_mm2": 0.00342,
  "die_h_um": 80,
  "h-tree-depth": 1
}
-- layer usage --
layer,vias to the layer above,wire length (um),track usage
li1,230,-,-
met1,184,455,0.0387
met2,12,501,0.0546
met3,2,136,0.0182
met4,0,5,0.0106
met5,-,0,0
-- path summary, 6_finish.rpt --
check,startpoint,to,slack [ps],cells after the start
worst max-delay path,q1,state[0],640,4
worst min-delay path,state[1],state[0],850,1
worst max register to register,state[2],state[0],810,3
worst min register to register,state[1],state[0],850,1
-- cells in the final DEF, fill, tap and decap left out --
| cell type | synthesis | final |
|---|---|---|
| nand2_1 | 7 | 7 |
| dlxtp_1 | 2 | 2 |
| a21boi_1 | 1 | 1 |
| inv_1 | 3 | 3 |
| nor2b_1 | 1 | 1 |
| nor3_1 | 1 | 1 |
| o22ai_1 | 2 | 2 |
| and3_1 | 2 | 2 |
| nor2_1 | 6 | 6 |
| nand2b_1 | 8 | 8 |
| conb_1 | 1 | 1 |
| edfxtp_1 | 3 | 3 |
| clkbuf_1 | 0 | 1 |
| o311ai_1 | 1 | 1 |
| o21ai_1 | 3 | 3 |
| dlxtn_1 | 8 | 8 |
| clkbuf_4 | 0 | 3 |
| clkdlybuf4s50_1 | 0 | 15 |
| a211oi_2 | 1 | 1 |
| o21bai_1 | 1 | 1 |
| nor4bb_1 | 1 | 1 |
| nand4bb_1 | 1 | 1 |
| a21oi_1 | 2 | 2 |
| xnor2_1 | 1 | 1 |
-- flip-flops by register name, indices dropped and copies added (netlist names) --
register / cells
addsub: 1
clra: 1
clrf: 1
dec: 1
done: 1
lda: 1
ldc: 1
ldm: 1
ldq: 1
shftq: 1
state: 3
-- kinds of logic after synthesis --
family,after synthesis,share of synthesized area
and+or+nand+nor,27,0.280
AOI/OAI and AO/OA,11,0.144
latches,10,0.292
buffers and inverters,8,0.0852
DFF,3,0.175
xor gates and xnor gates,1,0.0170
other,1,0.00729
-- where the power goes --
part / switching [uW] / internal, uW
combinational: 157 / 197
sequential: 98.3 / 241
clock: 25.8 / 64.9
total: 281 / 503
-- final cells by class --
cell class,count,area [um^2]
clock buffers,4,26.3
fillers,385,2700
inverters,3,11.3
multi-input cells,40,230
flip-flops and latches,13,240
well taps,46,57.6
repair buffers,15,150
-- through the flow --
stage	setup slack [ps]	hold slack [ps]	util	power [uW]
global route	531	903	0.210	867
global placement	447	841	0.202	701
CTS	650	843	0.210	798
detailed placement	405	837	0.202	701
finish	639	846	0.210	785
floorplan	1020	698	-	572
No activity file was given, so power comes from the tool's default toggle rates.
